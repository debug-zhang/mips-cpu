## ./run.sh

```bash
#!/bin/bash
# OpenROAD 26Q1-2900-gdf79404cd8, Yosys 0.63+post, stock flow scripts
make -C /OpenROAD-flow-scripts/flow DESIGN_CONFIG=/design/flow/config.mk WORK_HOME=/design/flow/orfs finish
```

## ./config.mk

```make
export PLATFORM = sky130hd
export DESIGN_NAME = Hazards
export DESIGN_NICKNAME = Hazards
export VERILOG_FILES = /design/flow/design.v
export SDC_FILE = /design/flow/constraint.sdc
export NUM_CORES = 4
export LEC_CHECK = 1
export CORE_AREA = 10 10 113 113
export DIE_AREA = 0 0 123 123
export SYNTH_MEMORY_MAX_BITS = 65536
```

## ./constraint.sdc

```tcl
current_design Hazards

set clk_period 2.1
set clk_io_pct 0.2

create_clock -name clk0 -period $clk_period

set non_clock_inputs [all_inputs -no_clocks]
set_input_delay [expr $clk_period * $clk_io_pct] -clock clk0 $non_clock_inputs
set_output_delay [expr $clk_period * $clk_io_pct] -clock clk0 [all_outputs]
```

## ./design.v

```verilog
`timescale 1ns / 1ps
module ControlHazards(
	 input [31:0] IR,
	 input  [1:0] TnewSrc,
	 output [1:0] Tuse_rs,
	 output [1:0] Tuse_rt,
	 output [1:0] Tnew
    );
	wire [5:0] Op;
	wire [5:0] Func;
	wire [4:0] Rt;
	wire cal_r,cal_i,MF,MT,MD,load,store,branch,j,jr,jal,jalr;
	wire [1:0] Tnew_E,Tnew_M,Tnew_W;
	reg LB,LBU,LH,LHU,LW,
		 SB,SH,SW,
		 ADD,ADDU,SUB,SUBU,
		 MULT,MULTU,DIV,DIVU,
		 SLL,SRL,SRA,SLLV,SRLV,SRAV,
		 AND,OR,XOR,NOR,
		 ADDI,ADDIU,ANDI,ORI,XORI,LUI,
		 SLT,SLTI,SLTIU,SLTU,
		 BEQ,BNE,BLEZ,BGTZ,BLTZ,BGEZ,
		 J,JAL,JALR,JR,
		 MFHI,MFLO,MTHI,MTLO;
	initial begin
		{LB,LBU,LH,LHU,LW,SB,SH,SW,
		 ADD,ADDU,SUB,SUBU,
		 MULT,MULTU,DIV,DIVU,
		 SLL,SRL,SRA,SLLV,SRLV,SRAV,
		 AND,OR,XOR,NOR,
		 ADDI,ADDIU,ANDI,ORI,XORI,LUI,
		 SLT,SLTI,SLTIU,SLTU,
		 BEQ,BNE,BLEZ,BGTZ,BLTZ,BGEZ,
		 J,JAL,JALR,JR,
		 MFHI,MFLO,MTHI,MTLO} = 0;
	end
	assign Op = IR[31:26];
	assign Func = IR[5:0];
	assign Rt = IR[20:16];
	always @ (IR or Op or Func or Rt) begin
		{LB,LBU,LH,LHU,LW,SB,SH,SW,
		 ADD,ADDU,SUB,SUBU,
		 MULT,MULTU,DIV,DIVU,
		 SLL,SRL,SRA,SLLV,SRLV,SRAV,
		 AND,OR,XOR,NOR,
		 ADDI,ADDIU,ANDI,ORI,XORI,LUI,
		 SLT,SLTI,SLTIU,SLTU,
		 BEQ,BNE,BLEZ,BGTZ,BLTZ,BGEZ,
		 J,JAL,JALR,JR,
		 MFHI,MFLO,MTHI,MTLO} = 42'b0;
		case(Op)
			6'b000000:	begin
								case(Func)
									6'b000000:	SLL 	= 1;
									6'b000010:	SRL	= 1;
									6'b000011:	SRA	= 1;
									6'b000100:	SLLV	= 1;
									6'b000110:	SRLV	= 1;
									6'b000111:	SRAV	= 1;
									6'b001000:	JR		= 1;
									6'b001001:	JALR	= 1;
									6'b010000:	MFHI	= 1;
									6'b010001:	MTHI	= 1;
									6'b010010:	MFLO	= 1;
									6'b010011:	MTLO	= 1;
									6'b011000:	MULT	= 1;
									6'b011001:	MULTU	= 1;
									6'b011010:	DIV 	= 1;
									6'b011011:	DIVU	= 1;
									6'b100000:	ADD 	= 1;
									6'b100001:	ADDU	= 1;
									6'b100010:	SUB	= 1;
									6'b100011:	SUBU	= 1;
									6'b100100:	AND 	= 1;
									6'b100101:	OR		= 1;
									6'b100110:	XOR	= 1;
									6'b100111:	NOR	= 1;
									6'b101010:	SLT	= 1;
									6'b101011:	SLTU	= 1;
								endcase
							end
			6'b000001:	begin
								case(Rt)
									5'b00000:	BLTZ = 1;
									5'b00001:	BGEZ = 1;
								endcase
							end
			6'b000010:	J		= 1;
			6'b000011:	JAL	= 1;
			6'b000100:	BEQ 	= 1;
			6'b000101:	BNE 	= 1;
			6'b000110:	BLEZ 	= 1;
			6'b000111:	BGTZ 	= 1;
			6'b001000:	ADDI 	= 1;
			6'b001001:	ADDIU = 1;
			6'b001010:	SLTI	= 1;
			6'b001011:	SLTIU	= 1;
			6'b001100:	ANDI 	= 1;
			6'b001101:	ORI	= 1;
			6'b001110:	XORI	= 1;
			6'b001111:	LUI	= 1;
			6'b100000:	LB		= 1;
			6'b100001:	LH		= 1;
			6'b100011:	LW		= 1;
			6'b100100:	LBU	= 1;
			6'b100101:	LHU	= 1;
			6'b101000:	SB		= 1;
			6'b101001:	SH		= 1;
			6'b101011:	SW		= 1;
			default:	{LB,LBU,LH,LHU,LW,SB,SH,SW,
						 ADD,ADDU,SUB,SUBU,
						 MULT,MULTU,DIV,DIVU,
						 SLL,SRL,SRA,SLLV,SRLV,SRAV,
						 AND,OR,XOR,NOR,
						 ADDI,ADDIU,ANDI,ORI,XORI,LUI,
						 SLT,SLTI,SLTIU,SLTU,
						 BEQ,BNE,BLEZ,BGTZ,BLTZ,BGEZ,
						 J,JAL,JALR,JR,
						 MFHI,MFLO,MTHI,MTLO} = 42'b0;
		endcase
	end
	assign cal_r = ADD | ADDU | AND | NOR | OR | SUB | SUBU | XOR | SLL | SLLV | SLT | SLTU | SRA | SRAV | SRL | SRLV;
	assign cal_i = ADDI | ADDIU | ANDI | ORI | XORI | SLTI | SLTIU | LUI;
	assign MF	 = MFHI | MFLO;
	assign MT	 = MTHI | MTLO;
	assign MD	 = MULT | MULTU | DIV | DIVU;
	assign load = LB | LBU | LH | LHU | LW;
	assign store = SB | SH | SW;
	assign branch = BEQ | BGEZ | BGTZ | BLEZ | BLTZ | BNE;
	assign j = J;
	assign jr = JR;
	assign jal = JAL;
	assign jalr = JALR;
	assign Tnew_E = (cal_r | cal_i | MF)		? 2'b01 :
															  2'b10;
	assign Tnew_M = (cal_r | cal_i | MF)		? 2'b00 :
															  2'b01;
	assign Tnew_W = (cal_r | cal_i | MF)		? 2'b00 :
															  2'b00;
	assign Tuse_rs = (branch | jr | jalr)								? 2'b00 :
						  (cal_r | cal_i | MT | MD | load | store) 	? 2'b01 :
																					  2'b11;
	assign Tuse_rt = (branch) 		? 2'b00 : 
						  (cal_r | MD)	? 2'b01 :
						  (store)		? 2'b10 :
											  2'b11;
	assign Tnew = (TnewSrc == 2'b00 ) ? Tnew_E :
					  (TnewSrc == 2'b01 ) ? Tnew_M :
													Tnew_W;
endmodule
`timescale 1ns / 1ps
module Hazards(
	 input [31:0] IR_D,
    input [31:0] IR_E,
    input [31:0] IR_M,
    input [31:0] IR_W,
	 input [4:0] A3_E,
	 input [4:0] A3_M,
	 input [4:0] A3_W,
	 input W_E,
	 input W_M,
	 input W_W,
	 input Stall_MDU,
	 output Stall,
    output [1:0] RSDsel,
    output [1:0] RTDsel,
    output [1:0] RSEsel,
    output [1:0] RTEsel,
	 output [1:0] RTMsel
    );
	wire Stall_RS0_EA,Stall_RS0_ED,Stall_RS0_MD,Stall_RS1_ED;
	wire Stall_RT0_EA,Stall_RT0_ED,Stall_RT0_MD,Stall_RT1_ED;
	wire [1:0] Tnew_E,Tnew_M,Tnew_W;
	wire [1:0] Tuse_RS,Tuse_RT;
	assign Stall_RS0_EA = (Tuse_RS == 0) & (Tnew_E == 1) & (IR_D[25:21] == A3_E) & (IR_D[25:21] != 0) & W_E;
	assign Stall_RS0_ED = (Tuse_RS == 0) & (Tnew_E == 2) & (IR_D[25:21] == A3_E) & (IR_D[25:21] != 0) & W_E;
	assign Stall_RS0_MD = (Tuse_RS == 0) & (Tnew_M == 1) & (IR_D[25:21] == A3_M) & (IR_D[25:21] != 0) & W_M;
	assign Stall_RS1_ED = (Tuse_RS == 1) & (Tnew_E == 2) & (IR_D[25:21] == A3_E) & (IR_D[25:21] != 0) & W_E;
	assign Stall_RT0_EA = (Tuse_RT == 0) & (Tnew_E == 1) & (IR_D[20:16] == A3_E) & (IR_D[20:16] != 0) & W_E;
	assign Stall_RT0_ED = (Tuse_RT == 0) & (Tnew_E == 2) & (IR_D[20:16] == A3_E) & (IR_D[20:16] != 0) & W_E;
	assign Stall_RT0_MD = (Tuse_RT == 0) & (Tnew_M == 1) & (IR_D[20:16] == A3_M) & (IR_D[20:16] != 0) & W_M;
	assign Stall_RT1_ED = (Tuse_RT == 1) & (Tnew_E == 2) & (IR_D[20:16] == A3_E) & (IR_D[20:16] != 0) & W_E;
	assign Stall = Stall_RS0_EA | Stall_RS0_ED | Stall_RS0_MD | Stall_RS1_ED |
						Stall_RT0_EA | Stall_RT0_ED | Stall_RT0_MD | Stall_RT1_ED |
						Stall_MDU;
	assign RSDsel = ( (IR_D[25:21]==A3_M) & (IR_D[25:21]!=0) & (Tnew_M==0) & W_M ) ? 2 :
						 ( (IR_D[25:21]==A3_W) & (IR_D[25:21]!=0) 				  	 & W_W ) ? 1 :
																										  0;
   assign RTDsel = ( (IR_D[20:16]==A3_M) & (IR_D[20:16]!=0) & (Tnew_M==0) & W_M ) ? 2 :
						 ( (IR_D[20:16]==A3_W) & (IR_D[20:16]!=0) 					 & W_W ) ? 1 :
																										  0;
   assign RSEsel = ( (IR_E[25:21]==A3_M) & (IR_E[25:21]!=0) & (Tnew_M==0) & W_M ) ? 2 :
						 ( (IR_E[25:21]==A3_W) & (IR_E[25:21]!=0) 				  	 & W_W ) ? 1 :
																										  0;
   assign RTEsel = ( (IR_E[20:16]==A3_M) & (IR_E[20:16]!=0) & (Tnew_M==0) & W_M ) ? 2 :
						 ( (IR_E[20:16]==A3_W) & (IR_E[20:16]!=0) 				    & W_W ) ? 1 :
																										  0;
	assign RTMsel = ( (IR_M[20:16]==A3_W) & (IR_M[20:16]!=0) & W_W ) ? 1 : 0;
	ControlHazards T_USE (
    .IR(IR_D), 
    .Tuse_rs(Tuse_RS), 
    .Tuse_rt(Tuse_RT)
    );
	ControlHazards T_E (
    .IR(IR_E), 
    .TnewSrc(2'b00), 
    .Tnew(Tnew_E)
    );
	ControlHazards T_M (
    .IR(IR_M), 
    .TnewSrc(2'b01), 
    .Tnew(Tnew_M)
    );
	ControlHazards T_W (
    .IR(IR_W), 
    .TnewSrc(2'b10), 
    .Tnew(Tnew_W)
    );
endmodule
```

==> impl_metrics.json <==
{
  "hold_depth": 6,
  "grt_pass1_wl_um": 9180,
  "power.internal_mw": 0.259,
  "core_sq_um": 10300,
  "drt_iter0_drc": 80,
  "wl_per_cell_um": 12.8,
  "post-place-ws_ps": -1000,
  "insertedDiodeCount": 0,
  "drt-total-wl_um": 5590,
  "syn_area_sq_um": 1090,
  "grt_pass1_vias": 1787,
  "warnings": 101,
  "vias": 1610,
  "layout_top_cell": "buf_4",
  "ys_cells": 156,
  "outcome": "finished, violations left",
  "final_cell_mix": "buf_4, xnor2_1, dlygate4sd2_1",
  "yosys_warnings": 1,
  "ir_worst_vdd_mv": 0.0784,
  "finalCritPeriodShare_pct": 113,
  "yosysChipArea_sq_um": 1090,
  "nClkBuffers": 0,
  "crit_buf_inv": 2,
  "rows": 37,
  "syn_inst": 156,
  "pwr-share-seq_pct": 0,
  "regArea_sq_um": 0,
  "final_antenna_net_count": 0,
  "postLayoutCoreUtil_pct": 26.7,
  "p_clk_share_pct": 0,
  "antenna_found_initial": 0,
  "yosys.cell_types.count": 38,
  "drive_gt1_share_pct": 38.7,
  "slowest_delay_ps": 430,
  "fin_cells": 438,
  "fillers": 1077,
  "flops": 0,
  "maxCapViolCount": 0,
  "hp-class": "in -> out",
  "placed_cells": 427,
  "tns_ps": -851,
  "vias_per_cell": 3.68,
  "die_x_um": 123,
  "power-per-cell-area_nw_per_um2": 159,
  "cp-end-kind": "output port",
  "grt_use_total_pct": 7.37,
  "io_buffers": 90,
  "hpwlAfterDp_um": 4930,
  "worst-path-stages": 7,
  "period_needed_ps": 2380,
  "switchingPower_mw": 0.180,
  "die_height_um": 123,
  "fmax_ghz": 0.421,
  "arrival_ps": 1960,
  "logic_area_sq_um": 1250,
  "startpoint_type": "input pin",
  "worstSetupPathType": "in -> out",
  "required_ps": 1680,
  "fp_util_pct": 10.5,
  "synth_seq_share_pct": 0,
  "p_leak_nw": 1.16,
  "rsz0062_at_grt": "yes",
  "comb_power_share_pct": 100.0,
  "violations": "setup timing",
  "cp_max_fo": 3,
  "globalRouteOverflowTotal": 0,
  "setup_violations": 7,
  "drc": 0,
  "die_area_sq_um": 15100,
  "first_pass_iters": 3,
  "crit_slowest_cell": "a2111oi_4",
  "fin_ws_ps": -278,
  "syn_avg_cell_area_sq_um": 6.96,
  "swShare_pct": 41.0,
  "final_max_slew_viol_count": 0,
  "grt_max_degree": 7,
  "area_growth_pct": 154,
  "path_cells": "clkdlybuf4s15_1 -> a2111oi_4 -> a31oi_4 -> a31oi_1 -> o21ai_1 -> a211o_1 -> buf_2",
  "gp_congestion": 0.822,
  "path_delay_family": "AND-OR/OR-AND gates",
  "finalHoldViolations": 0,
  "ioPinCount": 158
}
path summary, 6_finish.rpt:
path / to / slack [ps] / startpoint
max: Stall / -280 / IR_E[3]
min: RSDsel[0] / 1360 / IR_D[24]
power groups by stage:
stage	sequential [mW]	combinational (mW)	clock, mW
finish	0	0.439	0
global route	0	0.478	0
CTS	0	0.438	0
per-stage QoR:
step	hold WS (ps)	cell area (sq um)	power (mW)
2_1_floorplan	893	1090	0.142
3_3_place_gp	1900	2520	0.426
3_5_place_dp	1910	2520	0.428
4_1_cts	1370	2720	0.438
5_1_grt	1390	2760	0.478
6_report	1360	2760	0.439
what timing repair did:
action | 4_1_cts | 5_1_grt
gates cloned | 0 | 0
hold buffers | 0 | 0
endpoints found under the setup margin | 10 | 10
resized | 166 | 20
buffers inserted | 11 | 3
pin swaps | 35 | 17
cell usage after synthesis (3+ instances only):
library cell  number  share of area, %
and3_1             3               1.7
a31oi_1            4               2.3
nor4_2             3               3.5
nor3_1             7               3.2
nor2_1             6               2.1
nand2_1            7               2.4
nand2b_1           3               1.7
xnor2_1           34                27
clkbuf_1           6               2.1
xor2_1            17                14
a21oi_1            7               3.2
nand4_1            5               2.9
inv_1              4               1.4
nor4_1             8               4.6
nand3_1            6               2.8
nor2b_1            3               1.7
o21ai_0            4               1.8
or4_4              3               3.1
area by class of cell:
class              count  share of cell area [%]
well taps            136                    6.17
repair buffers       153                    47.8
inverters              4                   0.545
multi-input cells    145                    45.5
routing by layer:
metal	up-vias	GRT usage [%]	share of wire (%)
met1	705	10.8	49
met4	0	0.291	0.38
li1	857	-	-
met2	46	11.3	45
met3	2	1.76	6.0
met5	-	0	0
cell families (layout without fill, tap and decap cells):
group	count (synthesis)	after routing	synth area share, %
other	1	1	0.345
and+or+nand+nor	68	68	39.9
buffers and inverters	11	157	4.15
AOI/OAI and AO/OA	25	25	14.5
xor gates and xnor gates	51	51	41.1
Power figures rest on the tool's default switching activity, not on a simulated workload.
