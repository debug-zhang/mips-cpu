`flow/config.mk`:
```
export PLATFORM = sky130hd
export DESIGN_NAME = NPC
export DESIGN_NICKNAME = NPC
export VERILOG_FILES = /design/flow/design.v
export SDC_FILE = /design/flow/constraint.sdc
export NUM_CORES = 4
export LEC_CHECK = 1
export CORE_UTILIZATION = 50
```
`flow/constraint.sdc`:
```
current_design NPC

set clk_period 9.8
set clk_io_pct 0.2

create_clock -name clk0 -period $clk_period

set non_clock_inputs [all_inputs -no_clocks]
set_input_delay [expr $clk_period * $clk_io_pct] -clock clk0 $non_clock_inputs
set_output_delay [expr $clk_period * $clk_io_pct] -clock clk0 [all_outputs]
```
`flow/design.v`:
```
`timescale 1ns / 1ps
module NPC(
    input [25:0] Instr,
	 input [31:0] PC_F,
	 input [31:0] PC_D,
    input [31:0] rs,
	 input [31:0] A,
	 input [31:0] B,
    input [2:0] NPCOp,
    output [31:0] npc
    );
	wire [15:0] offset;
	wire [31:0] PC_F4;
	wire [31:0] PC_D4;
	wire Zero;
	parameter	other = 3'b000,
					beq = 3'b001,
					jal_j = 3'b010,
					jr = 3'b011;
	assign offset = Instr[15:0];
	assign Zero = (A == B);
	assign PC_F4 = PC_F + 4;
	assign PC_D4 = PC_D + 4;
	assign npc = (NPCOp == other) 					? PC_F4 :
					 ((NPCOp == beq) & (Zero == 1)) 	? PC_D4 + {{14{offset[15]}},offset,2'b00} :
					 (NPCOp == jal_j) 					? {PC_D[31:28],Instr,2'b00} : 
					 (NPCOp == jr)							? rs :
																  PC_D4 + 4;
endmodule
```
`flow/run.sh`:
```
#!/bin/bash
# OpenROAD 26Q1-2900-gdf79404cd8, Yosys 0.63+post, stock flow scripts
make -C /OpenROAD-flow-scripts/flow DESIGN_CONFIG=/design/flow/config.mk WORK_HOME=/design/flow/orfs finish
```
==> run notes <==
impl run done, here's what came out: fillers 688, Core Region 0.009328 sq mm, fmax 112.9 MHz, Avg Inst Size Synth 6.566 sq um, worst setup margin 945.5 ps, most frequent CP cell nand2_1, Yosys chip area between 0.004 and 0.005 sq mm, RSZ-0062 raised after global routing false, DR WL/cell 18.20 um, setup TNS 0 ps, outcome completed, Slew Viols, Final 0, Log Warnings 40, final tally of hold violations 0, CP Max Fanout 11, Rows 35, first-pass GRT wire length 29,730 um, cells after synthesis approximately 740, Power Density 46.37 mW/mm^2, min cycle time layout 8855 ps, Peak VDD IR 0.00003241 V, Boundary Pins between 200 and 250, via density per instance 6.090, GP Congestion 1.046, routed wire length 19,520 um, most instantiated logic cells after routing clkdlybuf4s50_1 (221), nand2_1 (85), xor2_1 (70), Die X 100.8 um, die span in y approximately 100 um, cell family with most CP delay AND-OR/OR-AND gates, pre-CTS setup slack 1029 ps, DRC Markers 0, Hold Path Class in -> out, Yosys Instances 743, Detailed Route Iter0 Violations 469, crit path buf inv count 3, cell area after synthesis 0.004878 sq mm, Slew @ Worst Pin a little under 1000 ps, Tot GR Track Use 0.3765, Final ANT Viol Nets 0, 1st-pass router iterations 7, Slew headroom 0.3380, Layout area overhead 47.17%, Port-buffer cells approximately 220, crit path DRT 7840 ps, Final Cycle Share 0.9035, Initial Util 0.5230, Comb area 0.004677 sq mm, Setup Viol. Count Final 0, Crit path depth 18, largest net degree at the start of global routing 32, most frequent logic cell in the layout clkdlybuf4s50_1, CTS resizes 0, CP Cell Sequence clkdlybuf4s50_1 -> ha_1 -> nand2_1 -> nor2_1 -> nand2_1 -> xor2_1 -> inv_1 -> ha_1 -> a211oi_1 -> o21ai_0 -> a211o_1 -> o211a_1 -> a221o_1 -> a31o_2 -> xnor2_1 -> nand2_1 -> a22oi_1 -> clkdlybuf4s50_1, Syn. warnings 0, leakage power 2.675 nW, flop count 0, crit start category input port, vias in the first global route 5,813, # Post-CTS Setup Buffers 0, CP max stage delay 710 ps, worst hold stages 4, slowest CP cell clkdlybuf4s50_1, post-synthesis cell type count 71, Congestion Overflow GR 0, crit path DAT 6890 ps, hold slack ~4900 ps, share of cells above drive strength 1 0.03188, initial antenna violation count 2, Seq/Total Area, Yosys 0, Storage cell area 0 sq um, routed vias around 6,500, Pwr Total ~0.33 mW, CLK BUF 0, type of the worst setup path in -> out, dpl hpwl 16,300 um, cts hold-fix bufs 0, total of max-cap violations 0, critical path capture point type primary output, Die Size 0.01016 sq mm
[power breakdown]
part	internal [mW]	switching (mW)
Clock	0.0000000274	0
Sequential	0	0
Combinational	0.178	0.155
[kinds of logic after synthesis]
group	Yosys count	share of synthesized area
AOI/OAI and AO/OA	216	0.2932
xor gates and xnor gates	133	0.2388
adders and majority gates	40	0.1041
buffers and inverters	51	0.04334
muxes	4	0.008464
and+or+nand+nor	299	0.3121
[Yosys cell counts, types with 5 or more instances]
cell type,count,share of area
nand2_1,85,0.065
nor2_1,64,0.049
a221oi_1,5,0.0090
or3_1,6,0.0077
o21ai_0,43,0.044
nor4_1,15,0.019
nand4_1,18,0.023
a21o_1,11,0.017
and2_1,5,0.0064
and4_1,5,0.0090
a21oi_1,54,0.055
inv_1,23,0.018
o211ai_1,8,0.012
a22oi_1,18,0.028
and3_1,7,0.0090
nand3_1,39,0.040
a31oi_1,14,0.018
clkbuf_1,19,0.015
nand2b_1,6,0.0077
ha_1,39,0.10
buf_2,6,0.0062
nor3_1,17,0.017
xor2_1,70,0.13
a31o_2,5,0.0090
xnor2_1,63,0.11
a211oi_1,18,0.028
nor2b_1,9,0.012
[layout make-up]
| type | count | share of cell area |
|---|---|---|
| multi-input cells | 692 | 0.6514 |
| inverters | 23 | 0.01203 |
| well taps | 129 | 0.02248 |
| diodes | 2 | 0.0006971 |
| repair buffers | 226 | 0.3133 |
[worst paths after layout]
path,from,endpoint,slack [ps]
setup / recovery,PC_D[2],npc[31],950
hold / removal,PC_D[0],npc[0],4900
[through the flow]
step,instance area [sq um],utilization,cells
2_1_floorplan,4878,-,743
3_3_place_gp,7174,0.7691,1070
3_5_place_dp,7174,0.7691,1070
4_1_cts,7174,0.7691,1070
5_1_grt,7179,0.7697,1072
6_report,7179,0.7697,1072
[layer usage]
layer	wire length, um	GRT usage	vias to the layer above
li1	-	-	3152
met1	8299	0.5262	2985
met2	8609	0.5890	344
met3	1998	0.05924	48
met4	609	0.1315	0
met5	0	0	-
[worst min-delay path, delay by kind of cell]
family,cells,cell delay (ps)
buffers and inverters,2,820
AOI/OAI and AO/OA,2,160
No activity file was given, so power comes from the tool's default toggle rates.
