==> ./design.v <==
`timescale 1ns / 1ps
module Forward(
    input [31:0] IR_D,
    input [31:0] IR_E,
    input [31:0] IR_M,
    input [31:0] IR_W,
    output [2:0] RSDsel,
    output [2:0] RTDsel,
    output [2:0] RSEsel,
    output [2:0] RTEsel,
	 output [2:0] RTMsel
    );
	parameter R		  = 6'b000000,
				 addu_f = 6'b100001,
				 subu_f = 6'b100011,
				 jr_f   = 6'b001000,
				 ori    = 6'b001101,
				 lw     = 6'b100011,
				 sw     = 6'b101011,
				 beq    = 6'b000100,
				 lui    = 6'b001111,
				 j		  = 6'b000010,
				 jal    = 6'b000011;
	wire b_D, jr_D;
	wire cal_r_E, cal_i_E, jal_E,load_E, store_E;
	wire cal_r_M, cal_i_M, jal_M,load_M, store_M;
	wire cal_r_W, cal_i_W, jal_W,load_W, store_W;
	wire [4:0] RS_D,RT_D;
	wire [4:0] RS_E,RT_E,RD_E;
	wire [4:0] RS_M,RT_M,RD_M;
	wire [4:0] RS_W,RT_W,RD_W;
	assign {RS_D, RT_D} 		  = {IR_D[25:21], IR_D[20:16]};
	assign {RS_E, RT_E, RD_E} = {IR_E[25:21], IR_E[20:16], IR_E[15:11]};
	assign {RS_M, RT_M, RD_M} = {IR_M[25:21], IR_M[20:16], IR_M[15:11]};
	assign {RS_W, RT_W, RD_W} = {IR_W[25:21], IR_W[20:16], IR_W[15:11]};
	assign b_D 		= (IR_D[31:26] == beq);
	assign jr_D 	= (IR_D[31:26] == R)   & (IR_D[5:0] 	== jr_f);
	assign cal_r_E = (IR_E[31:26] == R) 	 & (IR_E[5:0] 	!= jr_f);
	assign cal_i_E = (IR_E[31:26] == ori) | (IR_E[31:26] == lui);
	assign jal_E	= (IR_E[31:26] == jal);
	assign load_E	= (IR_E[31:26] == lw);
	assign store_E = (IR_E[31:26] == sw);
	assign cal_r_M = (IR_M[31:26] == R) 	 & (IR_M[5:0] 	!= jr_f);
	assign cal_i_M = (IR_M[31:26] == ori) | (IR_M[31:26] == lui);
	assign jal_M	= (IR_M[31:26] == jal);
	assign load_M	= (IR_M[31:26] == lw);
	assign store_M = (IR_M[31:26] == sw);
	assign cal_r_W = (IR_W[31:26] == R) 	 & (IR_W[5:0] 	!= jr_f);
	assign cal_i_W = (IR_W[31:26] == ori) | (IR_W[31:26] == lui);
	assign jal_W	= (IR_W[31:26] == jal);
	assign load_W	= (IR_W[31:26] == lw);
	assign store_W = (IR_W[31:26] == sw);
	assign RSDsel = ( (b_D | jr_D) & jal_E   & (RS_D == 31) )					  ? 4 :
						 ( (b_D | jr_D) & cal_r_M & (RS_D == RD_M) & (RS_D != 0) ) ? 3 :
						 ( (b_D | jr_D) & cal_i_M & (RS_D == RT_M) & (RS_D != 0) ) ? 3 :
						 ( (b_D | jr_D) & jal_M   & (RS_D == 31) )					  ? 2 :
						 ( (b_D | jr_D) & cal_r_W & (RS_D == RD_W) & (RS_D != 0) ) ? 1 :
						 ( (b_D | jr_D) & cal_i_W & (RS_D == RT_W) & (RS_D != 0) ) ? 1 :
						 ( (b_D | jr_D) & load_W  & (RS_D == RT_W) & (RS_D != 0) ) ? 1 :
						 ( (b_D | jr_D) & jal_W   & (RS_D == 31) )					  ? 1 :
																									    0;
   assign RTDsel = ( b_D & jal_E   & (RT_D == 31) )					  ? 4 :
						 ( b_D & cal_r_M & (RT_D == RD_M) & (RT_D != 0) ) ? 3 :
						 ( b_D & cal_i_M & (RT_D == RT_M) & (RT_D != 0) ) ? 3 :
						 ( b_D & jal_M   & (RT_D == 31) )					  ? 2 :
						 ( b_D & cal_r_W & (RT_D == RD_W) & (RT_D != 0) ) ? 1 :
						 ( b_D & cal_i_W & (RT_D == RT_W) & (RT_D != 0) ) ? 1 :
						 ( b_D & load_W  & (RT_D == RT_W) & (RT_D != 0) ) ? 1 :
						 ( b_D & jal_W   & (RT_D == 31) )					  ? 1 :
																							 0;
   assign RSEsel = ( (cal_r_E | cal_i_E | load_E | store_E) & cal_r_M & (RS_E == RD_M) & (RS_E != 0) ) ? 3 :
						 ( (cal_r_E | cal_i_E | load_E | store_E) & cal_i_M & (RS_E == RT_M) & (RS_E != 0) ) ? 3 :
						 ( (cal_r_E | cal_i_E | load_E | store_E) & jal_M   & (RS_E == 31) )					    ? 2 :
						 ( (cal_r_E | cal_i_E | load_E | store_E) & cal_r_W & (RS_E == RD_W) & (RS_E != 0) ) ? 1 :
						 ( (cal_r_E | cal_i_E | load_E | store_E) & cal_i_W & (RS_E == RT_W) & (RS_E != 0) ) ? 1 :
						 ( (cal_r_E | cal_i_E | load_E | store_E) & load_W  & (RS_E == RT_W) & (RS_E != 0) ) ? 1 :
						 ( (cal_r_E | cal_i_E | load_E | store_E) & jal_W   & (RS_E == 31) )					    ? 1 :
																																		   0;
   assign RTEsel = ( (cal_r_E | store_E) & cal_r_M & (RT_E == RD_M) & (RT_E != 0) ) ? 3 :
						 ( (cal_r_E | store_E) & cal_i_M & (RT_E == RT_M) & (RT_E != 0) ) ? 3 :
						 ( (cal_r_E | store_E) & jal_M   & (RT_E == 31) )					   ? 2 :
						 ( (cal_r_E | store_E) & cal_r_W & (RT_E == RD_W) & (RT_E != 0) ) ? 1 :
						 ( (cal_r_E | store_E) & cal_i_W & (RT_E == RT_W) & (RT_E != 0) ) ? 1 :
						 ( (cal_r_E | store_E) & load_W  & (RT_E == RT_W) & (RT_E != 0) ) ? 1 :
						 ( (cal_r_E | store_E) & jal_W   & (RT_E == 31) )					   ? 1 :
																												  0;
	assign RTMsel = ( store_M & cal_r_W & (RT_M == RD_W) & (RT_M != 0) ) ? 1 :
						 ( store_M & cal_i_W & (RT_M == RT_W) & (RT_M != 0) ) ? 1 :
						 ( store_M & load_W  & (RT_M == RT_W) & (RT_M != 0) ) ? 1 :
						 ( store_M & jal_W   & (RT_M == 31) )					   ? 1 :
																								  0;
endmodule
==> ./run.sh <==
#!/bin/bash
# OpenROAD 26Q1-2900-gdf79404cd8, Yosys 0.63+post, stock flow scripts
make -C /OpenROAD-flow-scripts/flow DESIGN_CONFIG=/design/flow/config.mk WORK_HOME=/design/flow/orfs finish
==> ./config.mk <==
export PLATFORM = sky130hd
export DESIGN_NAME = Forward
export DESIGN_NICKNAME = Forward
export VERILOG_FILES = /design/flow/design.v
export SDC_FILE = /design/flow/constraint.sdc
export NUM_CORES = 4
export LEC_CHECK = 1
export CORE_AREA = 10 10 107 107
export DIE_AREA = 0 0 117 117
==> ./constraint.sdc <==
current_design Forward

set clk_period 3.9
set clk_io_pct 0.2

create_clock -name clk0 -period $clk_period

set non_clock_inputs [all_inputs -no_clocks]
set_input_delay [expr $clk_period * $clk_io_pct] -clock clk0 $non_clock_inputs
set_output_delay [expr $clk_period * $clk_io_pct] -clock clk0 [all_outputs]
==> results.txt <==
Results of an implementation run.

The type of element capturing the critical path is an output port. The total core area is 9200 um^2. VDD sags by at most 0.0367 mV. For this block, the routed nets add up to 7830 um of wire. The area of the die is 13700 um^2. The final report lists a non-filler cell total of 482. The largest individual stage delay along the critical path comes from the cell sky130_fd_sc_hd__or4b_2. Setup repair after global routing could not meet its margin everywhere. The synthesis log from Yosys contains 0 warnings. Among logic cells in the layout, the one with the most instances is sky130_fd_sc_hd__clkdlybuf4s50_1.

The number of sequential cells is 0. The wire length per cell after detailed routing is 16.2 um. The mapped netlist covers 1770 um^2. The required time reported for the critical path endpoint is 3120 ps.

The time the worst path needs with I/O delays and setup is 3830 ps. The total antenna diodes in the routed design is 0. After detailed routing, the number of vias per cell comes to 4.55. The total routing usage reported by global routing is 0.111. The count of final setup violators is 0.

In the Yosys stats the netlist draws on 39 distinct library cells. The final timing report lists a hold violation count of 0. For reference, the top cells by area after synthesis are sky130_fd_sc_hd__xnor2_1 23%, sky130_fd_sc_hd__xor2_1 21%, sky130_fd_sc_hd__clkbuf_1 6.8%, sky130_fd_sc_hd__nor4_1 5.7%, sky130_fd_sc_hd__nand3_1 5.1%.

The pin count of the biggest net entering global routing is 9. Looking at the max-slew report, the worst-margin pin has a slew of 498 ps. Synthesis produced a netlist whose cell count is 265. The static leakage is 1.14 nW. The via count of the first global-routing pass came to 2284. Post-route period utilization is reported as 0.983. The first-pass detailed-route iteration total is 4. The first global-routing pass estimated 12000 um of wire. The most common logic cells in the final layout are 89 x sky130_fd_sc_hd__clkdlybuf4s50_1, 47 x sky130_fd_sc_hd__xnor2_1, 44 x sky130_fd_sc_hd__buf_4. The run finished with clean final reports. The initialized floorplan defines 35 standard-cell rows. The number of placed instances, taps included is 479. The most repeated library cell on the critical path is sky130_fd_sc_hd__clkdlybuf4s50_1. The placed instances occupy a cell area of 3050 um^2. The boundary pin count is 143.

The DRC violations left is 0. The kind of start point of the critical path is a primary input. The fill cell total of the finished layout is 955. The count of tool warnings is 73. The power density over cell area is 88.5 nW/um^2. The number of design-rule violations left by the first detailed-router iteration is 82. The setup slack after placement is -258 ps.

Detailed placement ended at an HPWL of 6850 um. Of the synthesized area, sequential elements account for 0. Setup total negative slack on the finished layout was measured at 0 ps. Once routing completed, OpenROAD measured the worst setup slack at 66.5 ps. Detailed routing inserted a total of 2192 vias. The OpenROAD report gives the critical path a data arrival time of 3050 ps.

Of all cell types, the one taking the most synthesized area is sky130_fd_sc_hd__xnor2_1. The synthesized netlist was found by Yosys to have 265 cells. Port buffering added 99 buffers. The report lists the cells along the critical path as clkdlybuf4s50_1, or4b_2, o211ai_1, buf_4, nor4_2, o22ai_1, a211oi_1, clkdlybuf4s50_1. The most critical min-delay path falls under in -> out. The final report gives the standard cell area, fillers excluded, as 3150 um^2. Of the post-synthesis cell area, the dominant cell type holds 0.233. The height of the chip is 117 um.

The clock buffer count in the final layout is 0. The maximum fanout encountered on the critical timing path is 5. Hold is met by 2390 ps. The layout summary lists the proportion of cells stronger than drive strength 1 as 0.194.

The global route total overflow is 0. For reference, the final report shows the max-slew violation count at 0. The tool flagged a number of max-cap violations equal to 0.

A synthesized cell averages 6.67 um^2. Across the whole layout, storage elements account for 0 um^2. The number of antenna-violating nets in the routed design is 0. Looking at the setup timing report, the critical path kind is in -> out. The growth of design area from synthesis to finish is 78.3%. The count of hold buffers inserted by post-cts repair is 0. The initial antenna violation count was 0.

Across all checked pins, the minimum headroom to the slew limit is 0.665. The delay of the slowest cell on the worst path is 660 ps. The chip area line in the Yosys stat output reads 1770 um^2. Static timing analysis puts the maximum clock frequency at 261 MHz. The floorplan step records an initial core utilization of 0.192.

The final RePlAce weighted congestion is 0.914. The horizontal die dimension reported for this design is 117 um.
where the power goes:
group | switching, mW | leakage, nW | internal (mW)
clock | 0 | 0 | 0
combinational | 0.117 | 1.14 | 0.162
sequential | 0 | 0 | 0
stage by stage:
| stage | power, mW | utilization |
|---|---|---|
| after detailed placement | 0.272 | 0.332 |
| after global placement | 0.269 | 0.332 |
| final | 0.279 | 0.342 |
| after CTS | 0.277 | 0.339 |
| after floorplan | 0.136 | - |
| after global routing | 0.304 | 0.342 |
critical path, delay by kind of cell:
family                 cells  cell delay, ps
AND-OR/OR-AND              3             540
buffers and inverters      3            1030
AND/OR/NAND/NOR            2             710
path summary, 6_finish.rpt:
check,from,to,slack (ps),cells after the start
worst max-delay path,IR_W[1],RTMsel[0],70,8
worst min-delay path,IR_M[30],RSDsel[1],2390,6
cells in the mapped netlist, drive strengths merged (2+ instances only):
| cell | instances |
|---|---|
| a21oi | 6 |
| nand3 | 18 |
| o21ai | 4 |
| or4 | 9 |
| nor3 | 6 |
| nor4 | 17 |
| o211ai | 3 |
| or4b | 3 |
| and3 | 4 |
| nor2 | 14 |
| o22ai | 2 |
| clkbuf | 32 |
| nand2 | 15 |
| o221ai | 3 |
| inv | 4 |
| nand4 | 4 |
| xor2 | 43 |
| a221oi | 2 |
| or2 | 6 |
| nand3b | 2 |
| buf | 9 |
| xnor2 | 47 |
routing by layer:
layer  track usage  up-vias  wire length, um
met5             0        -                0
met4       0.00412        0               29
met3        0.0253        2              723
met2         0.198       76             3830
met1         0.140      998             3240
li1              -     1116                -
kinds of logic after synthesis:
family,share of synthesized area
and+or+nand+nor,0.343
xor gates and xnor gates,0.446
buffers and inverters,0.104
AOI/OAI and AO/OA,0.104
other,0.00212
what timing repair did:
action,4_1_cts,5_1_grt
pin swaps,16,4
setup endpoints to repair,9,4
gates resized,22,6
setup buffers,2,1
area by class of cell:
type                            count  area, um^2  area share
Timing Repair Buffer              144        1320       0.418
Inverter                            4        15.0     0.00477
Multi-Input combinational cell    223        1680       0.533
Tap cell                          111         139      0.0441
Power is estimated from default activity; no workload was simulated.
